===== ./design.v =====
typedef enum logic [2:0] {
    IDLE = 3'b000,
    L1   = 3'b001,
    L2   = 3'b011,
    L3   = 3'b010,
    R1 = 3'b101,
    R2 = 3'b111,
    R3 = 3'b110,
    LR3  = 3'b100
} t_tbird_lights_state;
module tbird_fsm (
    input  logic       clk,
    input  logic       rst_b,
    input  logic       left,
    input  logic       right,
    input  logic       haz,
    output logic [2:0] l_lights,
    output logic [2:0] r_lights
);
    t_tbird_lights_state state;
    always_ff @(posedge clk or negedge rst_b) begin
        if (~rst_b)
            state <= IDLE;
        else
        case (state)
            IDLE: begin
                if ( (left & right) | haz)
                    state <= L1;
                else if (left)
                    state <= LR3;
                else if (right)
                    state <= R1;
                else
                    state <= IDLE;
            end
            L1: state <= haz? LR3 : L2;
            L2: state <= haz? LR3 : L3;
            L3: state <= IDLE;
            R1: state <= haz? LR3 : R2;
            R2: state <= haz? LR3 : R3;
            R3: state <= IDLE;
            LR3: state <= IDLE;
        endcase
    end
    always_comb begin
        case (state)
            IDLE: begin
                l_lights = 3'b000;
                r_lights = 3'b000;
            end
            L1: begin
                l_lights = 3'b001;
                r_lights = 3'b000;
            end
            L2: begin
		l_lights = 3'b011;
		r_lights = 3'b000;
	    end
            L3: begin
                l_lights = 3'b111;
		r_lights = 3'b000;
            end
            R1: begin
                l_lights = 3'b000;
                r_lights = 3'b001;
            end
            R2: begin
                l_lights = 3'b000;
                r_lights = 3'b011;
            end
            R3: begin
                l_lights = 3'b000;
                r_lights = 3'b111;
            end
            LR3: begin
                l_lights = 3'b111;
                r_lights = 3'b111;
            end
        endcase
    end
endmodule

===== ./run.sh =====
#!/bin/bash
# OpenROAD 26Q1-2900-gdf79404cd8, Yosys 0.63+post, stock flow scripts
make -C /OpenROAD-flow-scripts/flow DESIGN_CONFIG=/design/flow/config.mk WORK_HOME=/design/flow/orfs finish

===== ./config.mk =====
export PLATFORM = sky130hd
export DESIGN_NAME = tbird_fsm
export DESIGN_NICKNAME = tbird_fsm
export VERILOG_FILES = /design/flow/design.v
export SDC_FILE = /design/flow/constraint.sdc
export NUM_CORES = 4
export LEC_CHECK = 1
export CORE_AREA = 10 10 70 70
export DIE_AREA = 0 0 80 80

===== ./constraint.sdc =====
current_design tbird_fsm

set clk_period 1.4
set clk_io_pct 0.2

create_clock -name clk0 -period $clk_period [get_ports {clk}]

set non_clock_inputs [all_inputs -no_clocks]
set_input_delay [expr $clk_period * $clk_io_pct] -clock clk0 $non_clock_inputs
set_output_delay [expr $clk_period * $clk_io_pct] -clock clk0 [all_outputs]

==> summary.txt <==
Implementation run completed; key figures follow.

Outcome:
- The flow ran to the end, but the final reports show violations.
- The checks that failed: setup timing.

Placed design:
- In this run the cell area measured after placement is 379 µm².
- The run gives the worst-case setup slack after placement as -0.0874 ns.
- The run gives the cell count after placement as between 80 and 90.
- After its last routability iteration, the placer logged a weighted congestion of a little under 0.7.
- In this run the tool buffered the top-level ports with 10 buffer cells.

Final timing:
- Setup repair after global routing could not meet its margin everywhere.
- Adding up every negative setup slack in the final design gives -0.106 ns.
- The run gives the post-layout minimum cycle time as between 1 and 1.5 ns.
- Once routing completed, OpenROAD measured the worst setup slack at -0.0542 ns.
- The run gives the number of endpoints failing setup at the final stage as 2.
- The run puts the actual slew at the worst max-slew pin at 0.197 ns.
- The run puts the final clock skew at just over 0.001 ns.
- The run puts the count of final hold-check violations at 0.
- The run gives the worst hold margin as ~0.23 ns.
- Of the available clock period, the critical path in the final layout requires 1.04.
- The run gives the count of final max-slew check failures as 0.
- The run gives the upper clock frequency limit as between 600 and 700 MHz.
- The worst-case max-slew headroom was logged as 0.867.

Hold path:
- The run gives the class of the tightest hold or removal check as primary input to asynchronous set/reset pin.

Layout:
- The run gives the flip-flop count of the largest register, all copies and words added as 3.
- The registers reported with the highest flop counts are state: 3 flops.
- Counting flops per register, the top entry is state.
- The run gives the non-filler instance count after layout as between 90 and 100.
- The run puts the end-of-flow core utilization at 0.145.
- The run puts the total of fill cells in the finished design at around 400.
- The run gives the share of post-route cells with drive strength above 1 as 0.592.
- The run puts the layout overhead on the synthesized area at 144%.
- The run gives the post-route standard cell area excluding fillers as slightly below 500 µm².

CTS:
- The run gives the number of clock sinks as 3.
- Clock tree synthesis inserted a total of 3 buffers.
- The run puts the clock insertion delay at the later pin of the skew report at ~0.23 ns.
- The run gives the clock root buffer as clkbuf_4.
- The run gives the CTS tree as yes.
- The run puts the deepest level of the CTS H-tree at 1.
- The timing report gives the clock slew at the launch and capture registers of the worst setup and hold paths as around 0.040 ns.
- The post-CTS hold buffer count recorded in the log is 0.
- The run gives the maximum number of buffers from clock root to sink as 2.

Power:
- The run puts the power after layout at between 1 and 1.5 mW.
- Internal power comes to between 700 and 800 µW.
- The run puts the leakage power at 0.223 nW.
- The run gives the sequential fraction of design power as 0.159.
- The switching portion of total power comes to 0.299.
- For this design the total switching power over the nets is approximately 310 µW.
- The share of total power dissipated in combinational logic is 0.696.
- The run gives the relative contribution of the clock network to total power as 0.146.
- In this run the power density over the cells is 2110 mW/mm².
- The run gives the worst-case vdd ir drop as ~0.35 mV.

Synthesis:
- In this run, synthesis produced a sequential element count of 3.
- The run gives the count of cell types in the netlist as 15.
- The run puts the total of warnings raised by yosys at 1.
- Per the Yosys statistics, synthesis produced 22 cells.
- The run puts the total standard cell area after synthesis at around 200 µm².
- After synthesis, the mean cell area works out to roughly 9 µm².
- The run gives the post-synthesis cell count as 22.
- The run gives the area figure in the yosys stat output as 203 µm².
- For this run, the register share of the synthesized area comes to 0.370.

Setup path:
- The run gives the cell with the largest stage delay on the worst path as dfrtp_1.
- The script reports the combined buffer and inverter count of the critical path as 3.
- The run gives the signal arrival time at the worst endpoint as around 1.2 ns.
- The worst setup path is launched from a flip-flop.
- Of all nets on the critical path, the largest fanout is 3.
- The largest single stage delay on the critical path is between 0.3 and 0.4 ns.
- The required time at the worst endpoint is listed as roughly 1.1 ns.
- The run puts the depth of the worst register-to-register path at 6.
- The run gives the cell repeated most along the worst path as buf_6.
- The run gives the capturing element type of the critical path as an output port.
- Broken down by cell family, the worst path's largest delay share belongs to flip-flops.
- The run gives the worst setup path category as flip-flop to output port.
- The run puts the count of cell instances traversed by the critical path at 6.
- For reference, the critical path cell chain is buf_6 > nor2_4 > buf_6 > nand2_2 > o21ai_1 > buf_2.

Floorplan:
- The run gives the effective utilization at floorplan as 0.0593.
- The run gives the vertical extent of the die as 80 µm.
- The floorplan step defined a die boundary enclosing roughly 0.0064 mm².
- The run gives the area of the placeable core as 0.00342 mm².
- According to the floorplan report, the die width is roughly 80 µm.
- The run puts the floorplan row count at 21.
- The run gives the top-level I/O count as 11.

Global route:
- The run puts the total global routing overflow at 0.
- The run gives the maximum number of pins on one net before global-route repair as 5.
- The run gives the number of global-route vias before repair as ~290.
- Overall routing resource usage recorded by global route was 0.0239.
- The run gives the wire length of the first global-routing pass as about 1300 µm.
- The run puts the initial antenna violation count at 0.

Route:
- The pre-antenna-repair detailed-routing pass consisted of 2 iterations.
- The run puts the average wire per cell in the routed design at roughly 7.9 µm.
- The run gives the count of antenna diodes in the layout as 0.
- Wires add up to roughly 750 µm.
- The run gives the number of vias per cell as between 2 and 3.
- The run gives the detailed router's first-iteration violation count as 1.
- The run puts the number of nets with antenna violations after routing at 0.
- The run gives the residual DRC count as 0.
- The run puts the total number of vias at 251.

Run:
- The report counts max-capacitance violations totalling 0.
- The run puts the number of warnings the tools reported at 27.
-- synth_stat cells --
library cell | n | area (µm²)
dfrtp_1 | 3 | 75.1
and2b_1 | 2 | 15.0
nand2_1 | 2 | 7.51
nor2_1 | 2 | 7.51
o21ai_0 | 2 | 10.0
xnor2_1 | 2 | 17.5
a21boi_0 | 1 | 7.51
buf_4 | 1 | 7.51
buf_6 | 1 | 11.3
inv_1 | 1 | 3.75
nor2_4 | 1 | 11.3
nor3_1 | 1 | 5.00
o21a_1 | 1 | 7.51
o31ai_1 | 1 | 7.51
xor2_1 | 1 | 8.76
-- cell usage in the layout, fill, tap and decap left out --
| cell type | count |
|---|---|
| a21boi_1 | 1 |
| and2b_1 | 2 |
| buf_2 | 4 |
| buf_4 | 8 |
| buf_6 | 7 |
| clkbuf_1 | 1 |
| clkbuf_2 | 1 |
| clkbuf_4 | 3 |
| clkdlybuf4s15_1 | 1 |
| clkdlybuf4s50_1 | 4 |
| dfrtp_1 | 1 |
| dfrtp_2 | 2 |
| inv_2 | 1 |
| nand2_1 | 1 |
| nand2_2 | 1 |
| nor2_1 | 2 |
| nor2_4 | 1 |
| nor3_1 | 1 |
| o21a_1 | 1 |
| o21ai_0 | 1 |
| o21ai_1 | 1 |
| o31ai_1 | 1 |
| xnor2_1 | 1 |
| xnor2_2 | 1 |
| xor2_1 | 1 |
-- power groups by stage --
stage | registers (mW) | clock network, mW | logic (mW)
4_1_cts | 0.161 | 0.161 | 0.720
5_1_grt | 0.172 | 0.169 | 0.792
6_report | 0.166 | 0.152 | 0.726
-- metal layers --
layer,vias up,wire (µm),track usage
li1,124,-,-
met1,117,291,0.0247
met2,8,350,0.0385
met3,2,67,0.0102
met4,0,41,0.0158
met5,-,0,0
-- path summary, 6_finish.rpt --
check	start	endpoint	slack (ns)
worst max-delay path	state[1]	l_lights[1]	-0.05
worst min-delay path	rst_b	state[2]	0.23
worst max register to register	state[1]	state[2]	0.21
worst min register to register	state[0]	state[1]	0.75
max in group asynchronous	rst_b	state[0]	1.02
min in group clk0	haz	state[2]	0.71
-- kinds of logic (layout without fill, tap and decap cells) --
kind of cell,after synthesis,after routing,share of synthesized area
AOI/OAI and AO/OA,5,5,0.161
xor gates and xnor gates,3,3,0.130
buffers and inverters,3,30,0.111
DFF,3,3,0.370
and+or+nand+nor,8,8,0.228
-- layout make-up --
class,instances,area (µm²),share of cell area
Timing Repair Buffer,25,214,0.433
Multi-Input combinational cell,16,115,0.233
Sequential cell,3,77.6,0.157
Tap cell,46,57.6,0.116
Clock buffer,4,26.3,0.0532
Inverter,1,3.75,0.00759
-- what timing repair did --
item / in CTS / in global routing
gates resized: 26 / 5
cloned: 0 / 0
setup endpoints to repair: 6 / 5
pin swaps: 5 / 4
buffers inserted: 10 / 0
Power and IR drop assume default switching activity.
